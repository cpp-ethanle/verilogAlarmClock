[/design/flow/design.v]
`timescale 1ns / 1ps
module alarmClock(input CLK100MHZ, SW, alarmSW, SW2, input [4:0] SWI, input SWM,
output [7:0] AN, output [6:0]C, output [1:0] musicLED, 
output [4:0] soundLED, output audioOut, aud_sd, DP);
wire outsignal1, outsignal2; 
wire[2:0] S;
wire flag, musicFlag, counterStarted;
wire[5:0] minutes, seconds, minutesL, secondsL;
wire[3:0] minuteTens, minuteOnes, secondTens, secondOnes;
wire[3:0] minuteLTens, minuteLOnes, secondLTens, secondLOnes;
wire[6:0] w0,w1,w2,w3,w4,w5,w6,w7;
slowerClkGen stageA(CLK100MHZ, 1'b0, outsignal1, outsignal2);
upcounter stageB(1'b1, outsignal2, 1'b1, S);
minuteAndSecondsCounter stageC(outsignal1, SW, minutes, seconds, counterStarted);
alarmSet stageD(SWI, minutesL, secondsL);
digitSeparator stageE(minutesL, secondsL, minuteLOnes, minuteLTens, secondLOnes, secondLTens);
digitSeparator stageF(minutes, seconds, minuteOnes, minuteTens, secondOnes, secondTens);
patternSelection stageG(w0, secondOnes);
patternSelection stageH(w1, secondTens);
patternSelection stageI(w2, minuteOnes);
patternSelection stageJ(w3, minuteTens);
patternSelection stageK(w4, secondLOnes);
patternSelection stageL(w5, secondLTens);
patternSelection stageM(w6, minuteLOnes);
patternSelection stageN(w7, minuteLTens);
mux8to1 stageO(w0,w1,w2,w3,w4,w5,w6,w7,S,AN,C,DP);
startMusic stageP(minutes, seconds, minutesL, secondsL, musicLED, musicFlag, counterStarted, flag);
SongPlayer stageQ(CLK100MHZ, SWM, alarmSW, audioOut, aud_sd, soundLED, musicFlag, flag);
endmodule
module patternSelection(output reg [6:0] pattern, input [3:0] num);
always@(num)
case(num) 
'd0:
    pattern=7'b000_0001;  
'd1:
    pattern=7'b100_1111;  
'd2:
    pattern=7'b001_0010;  
'd3:
    pattern=7'b000_0110;  
'd4:
    pattern=7'b100_1100;  
'd5:
    pattern=7'b010_0100;  
'd6:
    pattern=7'b010_0000;  
'd7:
    pattern=7'b000_1111;  
'd8:
    pattern=7'b000_0000;  
'd9:
    pattern=7'b000_1100;  
endcase 
endmodule
module mux8to1(w0,w1,w2,w3,w4,w5,w6,w7,S,AN,C,DP);
input [6:0] w0,w1,w2,w3,w4,w5,w6,w7;
input [2:0] S;
output reg[7:0]AN;
output reg[6:0]C;
output reg DP;
always@(S)
case(S)
3'b000:begin
C=w0;
AN=8'b1111_1110;
DP=1'b1;
end
3'b001:begin
C=w1;
AN=8'b1111_1101;
DP=1'b1;
end
3'b010:begin
C=w2;
AN=8'b1111_1011;
DP=1'b0;
end
3'b011:begin
C=w3;
AN=8'b1111_0111;
DP=1'b1;
end
3'b100:begin
C=w4;
AN=8'b1110_1111; 
DP=1'b1;
end
3'b101:begin
C=w5;
AN=8'b1101_1111;
DP=1'b1;
end
3'b110:begin
C=w6;
AN=8'b1011_1111;
DP=1'b0;
end
3'b111:begin
C=w7;
AN=8'b0111_1111;
DP=1'b1;
end
endcase
endmodule   
module minuteAndSecondsCounter(Clock,Resetn,min,sec,counterStarted);
input Clock, Resetn;
output reg counterStarted;
output reg [5:0] sec;
output reg [5:0] min;
always@(negedge Resetn, posedge Clock)
begin
    if(!Resetn) 
    begin
        counterStarted = 1'b0;
        sec = 0;
        min = 0;
    end
    else if(sec == 59) 
    begin
        sec = 0;
        min = min + 1;
    end
    else
    begin
        counterStarted = 1'b1;
        sec = sec + 1; 
    end
end
endmodule
module alarmSet(SWI,min,sec);
input [4:0] SWI;
output reg [5:0] sec;
output reg [5:0] min;
always@(SWI)
begin
case(SWI)
5'b10000: begin
min = 2;
sec = 30;
end
5'b01000: begin
min = 2;
sec = 0;
end
5'b00100: begin
min = 1;
sec = 30;
end
5'b00010: begin
min = 1;
sec = 0;
end
5'b00001: begin
min = 0;
sec = 30;
end
default: begin
min = 0;
sec = 0;
end
endcase
end
endmodule
module startMusic(input [5:0] min1, sec1, min2, sec2, output reg [1:0] LED, input musicFlag, counterStarted, output reg flag);
always@(*)begin
    if((counterStarted && musicFlag == 1) | (counterStarted && ((min1 == min2) && (sec1 == sec2))))
        begin
        LED = 2'b11;
        flag = 1'b1;
        end
    else 
        begin
        LED = 2'b00;
        flag = 1'b0;
        end
end
endmodule
module digitSeparator(min,sec,minOnes,minTens,secOnes,secTens);
input[5:0] min;
input[5:0] sec;
output [3:0] minOnes;
output [3:0] minTens;
output [3:0] secOnes;
output [3:0] secTens;
assign minTens = min/10;
assign minOnes = min%10;
assign secTens = sec/10;
assign secOnes = sec%10;
endmodule
module upcounter (Resetn, Clock, E, Q);
input Resetn, Clock, E;
output reg [2:0] Q;
always @(negedge Resetn, posedge Clock)
 if (!Resetn)
Q <= 3'b000;
else if (E)
Q <= Q + 1;
endmodule
module slowerClkGen(clk, resetSW, outsignal1, outsignal2);
    input clk;
    input resetSW;
    output reg outsignal1, outsignal2;
reg [26:0] counter,counter2;  
    always @ (posedge clk)
    begin
if (resetSW)
  begin
    counter=0;
    counter2=0;
    outsignal1=0;
    outsignal2=0;
  end
else
  begin
  counter = counter +1;
  counter2 = counter2 +1;
  if (counter == 50_000_000)  
        begin
        outsignal1=~outsignal1;
        counter=0;
        end
  if (counter2 == 125_000)  
        begin
        outsignal2=~outsignal2;
        counter2=0;
        end
            end
                end
endmodule
module MusicSheet( input [9:0] number, 
output reg [19:0] note, 
output reg [4:0] duration);
parameter   QUARTER = 5'b00010; 
parameter HALF = 5'b00100;
parameter ONE = 2* HALF;
parameter TWO = 2* ONE;
parameter FOUR = 2* TWO;
parameter A4=113598.8,B4=101198,G4S=120357.9,E4=151662.6,C4=191109.6,C4S=180377.1,SP=1;
parameter D4=170247.4, C5S=90150.88, D5=85088.14, E5=75799.63, D5S=80309.71, C5=95514.86;
always @ (number) begin
case(number) 
0: begin note = E5; duration = QUARTER; end
1: begin note = D5S; duration = QUARTER; end
2: begin note = E5; duration = QUARTER; end
3: begin note = D5S; duration = QUARTER; end
4: begin note = E5; duration = QUARTER; end
5: begin note = B4; duration = QUARTER; end
6: begin note = D5; duration = QUARTER; end
7: begin note = C5; duration = QUARTER; end
8: begin note = A4; duration = QUARTER; end
9: begin note = SP; duration = HALF; end
10: begin note = C4; duration = QUARTER; end
11: begin note = E4; duration = QUARTER; end
12: begin note = A4; duration = QUARTER; end
13: begin note = B4; duration = QUARTER; end
14: begin note = SP; duration = HALF; end
15: begin note = E4; duration = QUARTER; end
16: begin note = G4S; duration = QUARTER; end
17: begin note = B4; duration = QUARTER; end
18: begin note = C5; duration = QUARTER; end
19: begin note = SP; duration = HALF; end
20: begin note = E4; duration = QUARTER; end 
21: begin note = E5; duration = QUARTER; end
22: begin note = D5S; duration = QUARTER; end
23: begin note = E5; duration = QUARTER; end
24: begin note = D5S; duration = QUARTER; end 
25: begin note = E5; duration = QUARTER; end
26: begin note = B4; duration = QUARTER; end 
27: begin note = D5; duration = QUARTER; end
28: begin note = C5; duration = QUARTER; end
29: begin note = A4; duration = QUARTER; end 
30: begin note = SP; duration = HALF; end
31: begin note = C4; duration = QUARTER; end 
32: begin note = E4; duration = QUARTER; end 
33: begin note = A4; duration = QUARTER; end
34: begin note = B4; duration = QUARTER; end
35: begin note = SP; duration = HALF; end 
36: begin note = E4; duration = QUARTER; end
37: begin note = C5; duration = QUARTER; end
38: begin note = B4; duration = QUARTER; end
39: begin note = A4; duration = QUARTER; end
40: begin note = SP; duration = HALF; end
default: begin note = SP; duration = FOUR; end
endcase
end
endmodule
module SongPlayer( input clock, input reset, input playSound, output reg 
audioOut, output wire aud_sd, output reg [4:0] LED, output reg musicFlag, input flag);
reg [19:0] counter;
reg [31:0] time1, noteTime;
reg [9:0] msec, number;  
wire [4:0] note, duration;
wire [19:0] notePeriod;
parameter clockFrequency = 100_000_000; 
assign aud_sd = 1'b1;
MusicSheet  mysong(number, notePeriod, duration);
always@(playSound)
if(playSound)
    LED = 5'b11111;
else 
    LED = 5'b00000;
always @ (posedge clock) 
  begin
if(reset | ~playSound | ~flag) 
 begin 
          counter <=0;  
          time1<=0;  
          number <=0;  
          audioOut <=1;
          musicFlag = 0;
 end
else 
begin
musicFlag = 1;
counter <= counter + 1; 
time1<= time1+1;
if( counter >= notePeriod) 
   begin
counter <=0;  
audioOut <= ~audioOut ; 
   end  
if( time1 >= noteTime) 
begin
time1 <=0;  
number <= number + 1; 
end   
 if(number == 48) begin 
 musicFlag = 0;
 number <=0;  
 end
end
  end
  always @(duration) 
  noteTime = duration * clockFrequency/8;
endmodule
[/design/flow/constraint.sdc]
current_design alarmClock

set clk_period 8.1
set clk_io_pct 0.2

create_clock -name clk0 -period $clk_period [get_ports {CLK100MHZ}]

set non_clock_inputs [all_inputs -no_clocks]
set_input_delay [expr $clk_period * $clk_io_pct] -clock clk0 $non_clock_inputs
set_output_delay [expr $clk_period * $clk_io_pct] -clock clk0 [all_outputs]
[/design/flow/run.sh]
#!/bin/bash
# OpenROAD 26Q1-2900-gdf79404cd8, Yosys 0.63+post, stock flow scripts
make -C /OpenROAD-flow-scripts/flow DESIGN_CONFIG=/design/flow/config.mk WORK_HOME=/design/flow/orfs finish
[/design/flow/config.mk]
export PLATFORM = sky130hd
export DESIGN_NAME = alarmClock
export DESIGN_NICKNAME = alarmClock
export VERILOG_FILES = /design/flow/design.v
export SDC_FILE = /design/flow/constraint.sdc
export NUM_CORES = 4
export LEC_CHECK = 1
export CORE_UTILIZATION = 40
==> run_results.csv <==
group,metric,value,unit
die,die_h,166.7,um
synth,ys_cells,1328,
drt,diodes,0,
cts,path_clk_slew,0.06,ns
synth,synth.distinct_cells,106,
cts,clockRootBuffer,"clkbuf_16",
synth,synthesis.instances,1328,
timing,rsz0062_at_grt,"no",
timing,unclocked_regs,49,
cts,post_cts_buffers,0,
drt,drc,0,
die,die-area,27800,sq um
placement,place.detailed.hpwl,16420,um
critical_path,crit_path_max_incr_delay,0.47,ns
cts,numCtsBuffers,17,
global_route,antenna_found_initial,0,
power,powerDensity,123.7,nW/um^2
global_route,grt_max_degree,32,
global_route,grt_pass1_wl,39900,um
die,dieWidth,166.7,um
timing,relSlewSlack,0.4465,
drt,detail_route.vias_per_cell,5.276,
drt,vias,8933,
critical_path,worstPathRequired,6.48,ns
die,fp_util,0.4120,
power,cellLeakagePower,0.004612,uW
synth,yosysWarnings,38,
synth,synth_top_area_share,0.2582,
critical_path,r2r-start,"stageQ.number[9]",
job,warning_count,52,
critical_path,path_class,"in2out",
critical_path,worstPathMaxFanout,4,
drt,drtPass1Iterations,6,
timing,max_freq,0.1717,GHz
global_route,use_met2,0.2563,
die,rows,59,
critical_path,cp-endpoint,"C[0]",
global_route,grtUsageMet3,0.02058,
timing,slew_violations,0,
synth,topCombFamilyByArea,"simple AND/OR/NAND/NOR gates",
global_route,top_usage_layer,"met1",
finish,post-route-cell-area,11990,sq um
job,maxCapViolations,0,
timing,tightest_slew,0.8234,ns
synth,netlist_area,10860,sq um
placement,dpl-instance-area,11410,sq um
synth,synth_flops,188,
cts,clock_path_buffers,2,
synth,largest_area_cell,"dfxtp_1",
synth,xor_share,0.09600,
drt,wirelength,22920,um
critical_path,startpoint,"SWI[0]",
synth,ys_top_cells_by_count,"nor2_1, dfxtp_1, nand2_1",
finish,drive_above_1_share,0.06775,
global_route,grt_overflow_total,0,
run_status,status,"complete, no violations",
placement,portBuffers,32,
synth,fa_ha_area_frac,0.08839,
global_route,grt_pass1_vias,8148,
synth,simple_gate_area_frac,0.2511,
placement,gp_congestion,0.9267,
timing,fin_crit_sh,0.7190,
timing,fin_crit,5.824,ns
critical_path,cp_data_arrival_time,4.20,ns
die,ioPinCount,35,
synth,synth.avg_cell_area,8.175,sq um
min_path,worstHoldPathType,"reg2reg",
global_route,use_met1,0.2788,
critical_path,cp_cell_sequence,"clkdlybuf4s50_1, or3_1, or2_2, dlxtn_1, a221oi_1, a21oi_1, or3_1, clkdlybuf4s50_1",
synth,ys_sh_mux,0.01314,
critical_path,ff2ff_setup_slack,2.58,ns
synth,yosys_area,10860,sq um
global_route,grt.total_usage,0.1724,
synth,synth.area.top_cells,"dfxtp_1, ha_1, nor2_1",
min_path,min_path_cells,1,
critical_path,critPathLaunchType,"primary input",
drt,drt_iter0_drc,598,
timing,worst_clock_skew,0.01247,ns
timing,untimed_endpoints,59,
critical_path,reg2regPathDepth,17,
cts,cts_max_level,4,
synth,synthFlopType,"dfxtp_1",
timing,finalSetupViolations,0,
power,peakVddDrop,0.1343,mV
synth,aoi_share,0.1622,
synth,top_cell,"nor2_1",
timing,fin_setup_tns,0,ns
cts,clkLatencyLatePin,0.41,ns
synth,edf_count,2,
critical_path,endpoint_kind,"primary output",
cts,cts_tree,"done",
drt,ant_nets,0,
finish,syn2layout_area_growth,10.48,%
cts,cts_resized,0,
finish,fin_util,0.4551,
timing,hold_viol,0,
drt,wl_per_cell,13.54,um
synth,async_flop_share,0.06915,
die,coreArea,26350,sq um
cts,cts_hold_buf,0,
critical_path,slowest_stage,"clkdlybuf4s50_1",
[worst min-delay path by stage]
stage / start / to
CTS: stageA.counter[26] / stageA.counter[26]
finish: stageA.counter[26] / stageA.counter[26]
global route: stageA.counter[24] / stageA.counter[24]
[cell usage in the layout, fill, tap and decap left out, types with 7 or more instances in the layout]
| cell | instances |
|---|---|
| conb_1 | 25 |
| clkdlybuf4s50_1 | 32 |
| or3_1 | 10 |
| inv_1 | 48 |
| and4_1 | 7 |
| xor2_1 | 52 |
| a31oi_1 | 18 |
| a21oi_1 | 48 |
| and2_1 | 12 |
| nor2_1 | 165 |
| nand2b_1 | 10 |
| nor2b_1 | 8 |
| nor4_1 | 7 |
| o21ai_0 | 53 |
| dlxtn_1 | 33 |
| a211oi_1 | 12 |
| nor3_1 | 42 |
| mux2_2 | 7 |
| nand2_1 | 139 |
| dfxtp_1 | 140 |
| and3_1 | 16 |
| o211ai_1 | 15 |
| ha_1 | 75 |
| dfrtp_1 | 13 |
| o21ai_1 | 9 |
| nand4_1 | 24 |
| nand3_1 | 75 |
| a21o_1 | 10 |
| xnor2_1 | 67 |
| clkbuf_16 | 17 |
[report_power, final]
group          leakage (uW)  internal, uW  total [uW]  switching (uW)
sequential          0.00158           690         690           0.413
combinational       0.00275          9.62        19.9            10.3
clock              0.000285           437         773             336
total               0.00461          1140        1480             347
[cell families (layout without fill, tap and decap cells)]
logic type / after synthesis / count (layout)
AND/OR/NAND/NOR: 560 / 560
AND-OR/OR-AND: 251 / 251
flip-flops: 155 / 155
XOR/XNOR: 119 / 119
buffers and inverters: 118 / 125
adder cells (fa/ha/maj): 77 / 77
latches: 33 / 33
multiplexers: 13 / 13
other: 2 / 25
[area by class of cell]
class / count / area [sq um]
Clock inverter: 14 / 153.9
Timing Repair Buffer: 38 / 365.4
Multi-Input combinational cell: 1045 / 6731
Tap cell: 335 / 419.2
Inverter: 55 / 211.5
Sequential cell: 188 / 3684
Fill cell: 2523 / 14360
Clock buffer: 18 / 429.2
[metrics by stage]
step | hold WS (ns) | instances | setup slack (ns) | power (uW)
after floorplan | 0.4252 | 1351 | 3.219 | 717.0
after global placement | 0.4426 | 1661 | 2.187 | 725.5
after detailed placement | 0.4424 | 1661 | 2.206 | 725.7
after CTS | 0.4583 | 1693 | 2.270 | 1506
after global routing | 0.4941 | 1693 | 2.171 | 1535
final | 0.4593 | 1693 | 2.276 | 1484
[worst max-delay path: cells and delay by family]
| family | cells | cell delay (ns) |
|---|---|---|
| AOI/OAI and AO/OA | 2 | 0.34 |
| latches | 1 | 0.24 |
| buffers and inverters | 2 | 0.89 |
| and+or+nand+nor | 3 | 1.12 |
[routing by layer]
metal / up-vias / routed length [um]
li1: 4686 / -
met1: 4018 / 12050
met2: 203 / 9606
met3: 26 / 971
met4: 0 / 298
met5: - / 0
Power is estimated from default activity; no workload was simulated.
